==> /design/flow/config.mk <==
export PLATFORM = sky130hd
export DESIGN_NAME = traffic_light_fsm
export DESIGN_NICKNAME = traffic_light_fsm
export VERILOG_FILES = /design/flow/design.v
export SDC_FILE = /design/flow/constraint.sdc
export NUM_CORES = 4
export LEC_CHECK = 1
export CORE_AREA = 10 10 70 70
export DIE_AREA = 0 0 80 80
==> /design/flow/constraint.sdc <==
current_design traffic_light_fsm

set clk_period 3.3
set clk_io_pct 0.2

create_clock -name clk0 -period $clk_period [get_ports {clk}]

set non_clock_inputs [all_inputs -no_clocks]
set_input_delay [expr $clk_period * $clk_io_pct] -clock clk0 $non_clock_inputs
set_output_delay [expr $clk_period * $clk_io_pct] -clock clk0 [all_outputs]
==> /design/flow/design.v <==
module traffic_light_fsm (
    input  clk,
    input  reset,
    input  ped_req,
    output reg ns_red,
    output reg ns_yellow,
    output reg ns_green,
    output reg ew_red,
    output reg ew_yellow,
    output reg ew_green,
    output reg ped_green
);
    parameter S_NS_GREEN  = 3'd0;
    parameter S_NS_YELLOW = 3'd1;
    parameter S_EW_GREEN  = 3'd2;
    parameter S_EW_YELLOW = 3'd3;
    parameter S_PED       = 3'd4;
    reg [2:0] state, next_state;
    parameter NS_GREEN_TIME  = 5;
    parameter NS_YELLOW_TIME = 2;
    parameter EW_GREEN_TIME  = 5;
    parameter EW_YELLOW_TIME = 2;
    parameter PED_TIME       = 4;
    reg [3:0] count;
    always @(posedge clk or posedge reset) begin
        if (reset) begin
            state <= S_NS_GREEN;
            count <= 0;
        end else if (state != next_state) begin
            state <= next_state;
            count <= 0;
        end else begin
            count <= count + 1;
        end
    end
    always @(*) begin
        next_state = state;
        case (state)
            S_NS_GREEN: begin
                if (count == NS_GREEN_TIME - 1)
                    next_state = S_NS_YELLOW;
            end
            S_NS_YELLOW: begin
                if (count == NS_YELLOW_TIME - 1) begin
                    if (ped_req)
                        next_state = S_PED;
                    else
                        next_state = S_EW_GREEN;
                end
            end
            S_EW_GREEN: begin
                if (count == EW_GREEN_TIME - 1)
                    next_state = S_EW_YELLOW;
            end
            S_EW_YELLOW: begin
                if (count == EW_YELLOW_TIME - 1) begin
                    if (ped_req)
                        next_state = S_PED;
                    else
                        next_state = S_NS_GREEN;
                end
            end
            S_PED: begin
                if (count == PED_TIME - 1)
                    next_state = S_NS_GREEN;
            end
            default: next_state = S_NS_GREEN;
        endcase
    end
    always @(*) begin
        ns_red = 0; ns_yellow = 0; ns_green = 0;
        ew_red = 0; ew_yellow = 0; ew_green = 0;
        ped_green = 0;
        case (state)
            S_NS_GREEN: begin
                ns_green = 1;
                ew_red   = 1;
            end
            S_NS_YELLOW: begin
                ns_yellow = 1;
                ew_red    = 1;
            end
            S_EW_GREEN: begin
                ew_green = 1;
                ns_red   = 1;
            end
            S_EW_YELLOW: begin
                ew_yellow = 1;
                ns_red    = 1;
            end
            S_PED: begin
                ped_green = 1;
                ns_red = 1;
                ew_red = 1;
            end
        endcase
    end
endmodule
==> /design/flow/run.sh <==
#!/bin/bash
# OpenROAD 26Q1-2900-gdf79404cd8, Yosys 0.63+post, stock flow scripts
make -C /OpenROAD-flow-scripts/flow DESIGN_CONFIG=/design/flow/config.mk WORK_HOME=/design/flow/orfs finish
==> flow_summary.ini <==
; synthesis and place-and-route metrics
[cts]
root_buffer = clkbuf_4
numCtsBuffers = 3
clock-sinks = 7
post_cts_buffers = 0
cts_max_level = 1
cts_tree = built
cts-resized-gates = 0
clock_path_buffers = 2
clk_latency_ns = 0.25
cts_hold_buf = 0
cts.clk_slew.worst_paths_ns = 0.05

[drt]
totalWireLength_um = 895
vias = 370
ant_nets = 0
firstDrtPassIters = 4
viasPerCell = 3.49
n_antenna_cell = 0
drtIter0Drc = 18
avgRoutedWirePerCell_um = 8.44
drc_errors = 0

[logic_synthesis]
adder_share = 0.0826
yosys-stat-cells = 49
synthXorXnorAreaFrac = 0.0386
synth.distinct_cells = 21
muxShareOfSynthArea = 0
synth_flop_count = 7
synth_area_um2 = 454
yosys.area_share.simple = 0.295
ys_seq_frac = 0.386
synthCells = 49
yosys_area_um2 = 454
syn_avg_cell_area_um2 = 9.27
aoi_share = 0.116
topCombFamilyByArea = simple AND/OR/NAND/NOR gates
ys_warn_count = 1

[floorplanning]
rows = 21
initCoreUtil = 0.133
ioPinCount = 10
die-area_um2 = 6400
fp.coreArea_um2 = 3420
die_w_um = 80
fp.dieH_um = 80

[critical_path]
path_cells = nand2_1, o21ai_0, clkdlybuf4s50_1
rr_endpoint = state[1]
cp_data_arrival_time_ns = 1.55
rr_worst_depth = 5
critPathLaunchType = register
cp_slowest_cell = dfrtp_1
timing.rr.start = count[1]
worstPathMaxFanout = 13
crit_type = register to primary output
cp_top_family = flip-flops
required_ns = 2.64
crit_buf_inv = 1
cpPeakStageDelay_ns = 0.57
cp-end-kind = primary output
r2r_slack_ns = 1.95

[global_route]
met2_usage = 0.0377
use_met3 = 0.0170
top_usage_layer = met1
gr-total-overflow = 0
grt_pass1_vias = 352
grt_pass1_wl_um = 1570
antenna_found_initial = 0
grt_max_degree = 14
grt_util_all_layers = 0.0293
use_met1 = 0.0432

[sta]
finalMaxSlewViolations = 0
clock.fmax_mhz = 452
worst_pin_slew_ns = 0.386
rsz0062_at_grt = no
finalSetupViolations = 0
hold_viol = 0
fin_skew_ns = 0.00406
setup_tns_ns = 0
timing.final.crit_share = 0.671
slew_headroom = 0.743
fin_crit_ns = 2.21

[finish]
stdcell_area_um2 = 617
drive_gt1_frac = 0.0833
logic_area_um2 = 241
fillers = 392
layout_top_cells = clkdlybuf4s50_1, inv_1, dfrtp_1, nor3_1
lay_top_count = clkdlybuf4s50_1
seq_area_um2 = 175
area_delta_synth_final_pct = 35.8

[power_and_ir_drop]
peakVddDrop_uv = 256
p_per_area_nw_per_um2 = 877
p_leak_nw = 0.248

[flow_run]
warnings = 27
maxCapViolations = 0

[min_path]
worstHoldStart = count[0]
hp-class = register to register
whs_path_depth = 1
hold_end = count[0]

[placed_design]
placed_cell_area_um2 = 591
hpwl_um = 721
place.gp.congestion = 0.824
port-buffer-count = 9

[run_status]
status = finished, final reports clean
==> worst reg2reg max path: cells and delay by family, from the launching register on <==
kind | cells | cell delay [ns]
AND/OR/NAND/NOR | 2 | 0.49
flip-flops | 1 | 0.39
adder cells (fa/ha/maj) | 1 | 0.21
AND-OR/OR-AND | 1 | 0.12
buffers and inverters | 1 | 0.08
==> flip-flops by register name (all words and copies together), names as in the netlist <==
register  cells
count         4
state         3
==> power breakdown <==
| group | internal [mW] | total (mW) | leakage (nW) | switching [mW] |
|---|---|---|---|---|
| sequential | 0.128 | 0.200 | 0.0877 | 0.0720 |
| clock | 0.0460 | 0.0749 | 0.0150 | 0.0289 |
| combinational | 0.171 | 0.266 | 0.146 | 0.0957 |
==> cell type report <==
cell class              count  area share
multi-input cells          33       0.391
flip-flops and latches      7       0.284
repair buffers              9       0.146
well taps                  46      0.0933
clock buffers               4      0.0426
inverters                   7      0.0426
==> worst max path at each step <==
stage         from     end  slack [ns]  cells past startpoint
4_1_cts   state[0]  ns_red        1.08                      4
6_report  state[2]  ns_red        1.09                      3
5_1_grt   state[2]  ns_red        0.93                      3
==> synth_stat cells <==
cell type  count  share of area
o32ai_1        1          0.019
nand3_1        1          0.011
ha_1           3          0.083
buf_4          1          0.017
nor2b_1        1          0.014
nand4bb_4      1          0.061
nand4bb_1      1          0.025
o21ai_0        4          0.044
inv_1          7          0.058
xor2_1         1          0.019
dfrtp_1        7           0.39
a21oi_2        1          0.019
nor3_1         5          0.055
or3_1          1          0.014
nor3b_1        4          0.066
clkbuf_1       1         0.0083
nand2_1        3          0.025
xnor2_1        1          0.019
a21oi_1        3          0.033
nor2_1         1         0.0083
nand3b_1       1          0.017
==> through the flow <==
step	setup WS, ns	util	power, mW	std cells	hold slack [ns]
floorplan	1.85	-	0.353	49	0.463
global placement	1.37	0.173	0.464	102	0.510
detailed placement	1.36	0.173	0.472	102	0.522
CTS	1.08	0.181	0.549	106	0.528
global route	0.931	0.181	0.604	106	0.554
finish	1.09	0.181	0.541	106	0.528
==> logic make-up after synthesis <==
| logic type | after synthesis |
|---|---|
| AOI/OAI and AO/OA | 9 |
| buffers and inverters | 9 |
| adders and majority gates | 3 |
| xor gates and xnor gates | 2 |
| and+or+nand+nor | 19 |
| DFF | 7 |
==> per-layer routing <==
| layer | up-vias | wire length, µm |
|---|---|---|
| li1 | 193 | - |
| met2 | 14 | 302 |
| met3 | 0 | 98 |
| met5 | - | 0 |
| met1 | 163 | 494 |
| met4 | 0 | 0 |
No activity file was given, so power comes from the tool's default toggle rates.
